===== flow/design.v =====
module LedBarMux
    (
    input [7:0] cpuDO,
    input [7:0] cpuDI,
    input [7:0] portFFDO,
    input [7:0] debugreg,
    input [1:0]	sw,
    output wire [7:0] LEDoutData
    );
reg [7:0] selectedData;
always @* begin
    if (sw == 2'b0)
        selectedData = cpuDO;
    else if (sw == 2'b01)
        selectedData = cpuDI;
    else if (sw == 2'b10)
        selectedData = debugreg;
    else
        selectedData = portFFDO;    
    end                          
    assign LEDoutData = ~selectedData;
endmodule

===== flow/run.sh =====
#!/bin/bash
# OpenROAD 26Q1-2900-gdf79404cd8, Yosys 0.63+post, stock flow scripts
make -C /OpenROAD-flow-scripts/flow DESIGN_CONFIG=/design/flow/config.mk WORK_HOME=/design/flow/orfs finish

===== flow/config.mk =====
export PLATFORM = sky130hd
export DESIGN_NAME = LedBarMux
export DESIGN_NICKNAME = LedBarMux
export VERILOG_FILES = /design/flow/design.v
export SDC_FILE = /design/flow/constraint.sdc
export NUM_CORES = 4
export LEC_CHECK = 1
export CORE_AREA = 10 10 70 70
export DIE_AREA = 0 0 80 80

===== flow/constraint.sdc =====
current_design LedBarMux

set clk_period 1.9
set clk_io_pct 0.2

create_clock -name clk0 -period $clk_period

set non_clock_inputs [all_inputs -no_clocks]
set_input_delay [expr $clk_period * $clk_io_pct] -clock clk0 $non_clock_inputs
set_output_delay [expr $clk_period * $clk_io_pct] -clock clk0 [all_outputs]

==> results.sh <==
# yosys + openroad results
export IMPL_status="finished clean"
export IMPL_post_place_ws_ps=-547
export IMPL_hold_viol_final=0
export IMPL_area_leaders="mux4_2 (80%), inv_1 (13%), buf_6 (5.0%), clkbuf_2 (2.2%)"
export IMPL_die_w_um=80
export IMPL_die_area_um2=6400
export IMPL_final_cell_mix="clkdlybuf4s50_1 (27), mux4_2 (8), inv_2 (6)"
export IMPL_initial_utilization_pct=6.63
export IMPL_ys_types=4
export IMPL_fmax_mhz=534
export IMPL_tightest_slew_ps=121
export IMPL_placed_area_um2=723
export IMPL_vias=332
export IMPL_avgSynthCellArea_um2=12.6
export IMPL_drv_cap=0
export IMPL_row_count=21
export IMPL_core_region_area_um2=3420
export IMPL_endpoint_kind="primary output"
export IMPL_ant_nets=0
export IMPL_use_met3_pct=0.795
export IMPL_dr_first_iter_drc_count=5
export IMPL_worstHoldPathType="in2out"
export IMPL_final_common_cell="clkdlybuf4s50_1"
export IMPL_boundaryPins=42
export IMPL_busiest_layer="met2"
export IMPL_grt_pass1_wl_um=2030
export IMPL_viasPerCell=2.99
export IMPL_slew_headroom_pct=91.9
export IMPL_yosysTopAreaCellShare_pct=79.6
export IMPL_arrival_ps=1490
export IMPL_criticalPathCategory="in2out"
export IMPL_use_met1_pct=3.89
export IMPL_power_per_cell_area_nw_per_um2=198
export IMPL_warning_count=33
export IMPL_synth_area_um2=226
export IMPL_layout_drive_gt1_share_pct=35.4
export IMPL_top_area_cell="mux4_2"
export IMPL_yosysSeqAreaShare_pct=0
export IMPL_setup_violations=0
export IMPL_setup_tns_ps=0
export IMPL_slew_violations=0
export IMPL_grt_usage_pct=4.04
export IMPL_final_setup_worst_slack_ps=26.8
export IMPL_period_needed_ps=1870
export IMPL_first_pass_iters=2
export IMPL_cp_slowest_cell="mux4_2"
export IMPL_antennaDiodeCount=0
export IMPL_drc=0
export IMPL_power_leakage_nw=0.353
export IMPL_gp_congestion=0.687
export IMPL_fillCellCount=381
export IMPL_grt_max_degree=7
export IMPL_wirelength_um=1400
export IMPL_path_cells="clkdlybuf4s50_1, mux4_2, inv_2, dlygate4sd2_1"
export IMPL_fp_dieH_um=80
export IMPL_final_area_um2=773
export IMPL_yosys_warnings=1
export IMPL_seqCellArea_um2=0
export IMPL_port_buffers=42
export IMPL_yosysChipArea_um2=226
export IMPL_antenna_found_initial=0
export IMPL_wl_per_cell_um=12.6
export IMPL_gr_usage_met2_pct=8.75
export IMPL_synthCells=18
export IMPL_finalCritPeriodShare_pct=98.6
export IMPL_ys_cells=18
export IMPL_area_delta_synth_final_pct=241
export IMPL_holdWs_ps=1220
export IMPL_nClkBuffers=0
export IMPL_required_ps=1520
export IMPL_hpwl_um=1290
export IMPL_grt_ovfl_total=0
export IMPL_ff_count=0
export IMPL_critPathMaxStageDelay_ps=470
export IMPL_cp_start_kind="input pin"
export IMPL_critPathMaxFanout=1
export IMPL_grt_pass1_vias=383
export IMPL_cts_hold_buf=0
export IMPL_ir_worst_vdd_uv=36.3
## logic make-up after synthesis
family,synth area share [%]
buf+inv,20.4
mux,79.6
## synthesized netlist by cell type
cell	number
buf_6	1
clkbuf_2	1
inv_1	8
mux4_2	8
## metrics by stage
step | util [%] | cells | total power, mW
after floorplan | - | 18 | 0.0408
after global placement | 21.2 | 107 | 0.153
after detailed placement | 21.2 | 107 | 0.155
after CTS | 21.5 | 109 | 0.150
after global routing | 22.6 | 111 | 0.165
final | 22.6 | 111 | 0.153
## area by class of cell
cell class / count / area, um^2 / area share (%)
tap: 46 / 57.6 / 7.44
inverter: 8 / 30.0 / 3.88
timing repair buffer: 49 / 505 / 65.4
multi-input combinational: 8 / 180 / 23.3
## metal layers
layer / up-vias / wire (um)
li1: 162 / -
met1: 161 / 441
met2: 9 / 912
met3: 0 / 44
met4: 0 / 0
met5: - / 0
## report_power, final
| part | switching, mW | internal [mW] | total [mW] |
|---|---|---|---|
| logic | 0.0333 | 0.120 | 0.153 |
| registers | 0 | 0 | 0 |
| clock network | 0 | 0 | 0 |
| total | 0.0333 | 0.120 | 0.153 |
## path summary, 6_finish.rpt
kind                     from            end  depth (start not counted)
setup / recovery  portFFDO[5]  LEDoutData[5]                          4
hold / removal       cpuDO[7]  LEDoutData[7]                          4
## worst max-delay path: cells and delay by family
kind | cells | cell delay [ps]
multiplexers | 1 | 470
buffers and inverters | 3 | 630
## timing repair
item	CTS	global route
setup endpoints to repair	8	6
pin swaps	0	0
buffers inserted	2	2
gates resized	19	13
Power figures rest on the tool's default switching activity, not on a simulated workload.
